### ./run.sh
#!/bin/bash
# OpenROAD 26Q1-2900-gdf79404cd8, Yosys 0.63+post, stock flow scripts
make -C /OpenROAD-flow-scripts/flow DESIGN_CONFIG=/design/flow/config.mk WORK_HOME=/design/flow/orfs finish
### ./config.mk
export PLATFORM = sky130hd
export DESIGN_NAME = UART_TOP
export DESIGN_NICKNAME = UART_TOP
export VERILOG_FILES = /design/flow/design.v
export SDC_FILE = /design/flow/constraint.sdc
export NUM_CORES = 4
export LEC_CHECK = 1
export CORE_AREA = 10 10 70 70
export DIE_AREA = 0 0 80 80
### ./constraint.sdc
current_design UART_TOP

set clk_period 2.1
set clk_io_pct 0.2

create_clock -name clk0 -period $clk_period [get_ports {CLK}]

set non_clock_inputs [all_inputs -no_clocks]
set_input_delay [expr $clk_period * $clk_io_pct] -clock clk0 $non_clock_inputs
set_output_delay [expr $clk_period * $clk_io_pct] -clock clk0 [all_outputs]
### ./design.v
module UART_TOP #
(
  parameter DATA_WIDTH = 8
)
(
  input  wire                       CLK        ,
  input  wire                       RST        ,
  input  wire                       PAR_EN     ,
  input  wire                       PAR_TYP    ,
  input  wire  [DATA_WIDTH-1:0]     P_DATA     ,
  input  wire                       DATA_VALID ,
  output wire                       TX_OUT     ,
  output wire                       BUSY       
);
localparam START_BIT = 0;
localparam STOP_BIT  = 1;
wire       ser_done ;
wire       ser_en   ; 
wire       ser_data ;
wire [1:0] mux_sel  ;
wire       par_bit  ;
wire       busy     ;
  FSM_TX FSM_TX0
(
  .clk        (CLK)        ,
  .rst        (RST)        ,
  .data_valid (DATA_VALID) , 
  .parity_en  (PAR_EN)     ,
  .ser_done   (ser_done)   ,
  .ser_en     (ser_en)     ,
  .mux_sel    (mux_sel)    ,
  .busy       (BUSY)
);
  serializer SERIALIZER0
(
  .clk      (CLK)      ,
  .rst      (RST)      ,
  .data_in  (P_DATA)   ,
  .ser_en   (ser_en)   ,
  .ser_done (ser_done) ,
  .ser_data (ser_data)
);
  parity_calc PARITY_CALC0
(
  .clk           (CLK)        ,
  .rst           (RST)        ,
  .data_in       (P_DATA)     ,
  .data_valid    (DATA_VALID) ,
  .parity_type   (PAR_TYP)    ,
  .parity_bit    (par_bit)
);
  multiplexer_4x1 MUX0
(
  .in_0 (START_BIT) ,
  .in_1 (STOP_BIT)  ,
  .in_2 (ser_data)  ,
  .in_3 (par_bit)   ,
  .sel  (mux_sel)   ,
  .out  (TX_OUT)
);
endmodule
module FSM_TX 
(
  input  wire       clk,
  input  wire       rst,
  input  wire       data_valid, 
  input  wire       parity_en,
  input  wire       ser_done,
  output reg        ser_en,
  output reg  [1:0] mux_sel,
  output reg        busy       
);
  localparam [1:0] start_bit_sel = 2'b00,
                   stop_bit_sel  = 2'b01,
                   ser_data_sel  = 2'b10,
                   par_bit_sel   = 2'b11;
  localparam [2:0] S0_IDLE = 3'b000,
                   S1_STRT = 3'b001,
                   S2_DATA = 3'b010,
                   S3_PART = 3'b011,
                   S4_STOP = 3'b100;
  reg [2:0] current_state, next_state;
  always @ (posedge clk or negedge rst)
    begin
      if (!rst)
        current_state <= S0_IDLE;
      else 
        current_state <= next_state;
    end
  always @ (*)
    begin    
      casex (current_state)
        S0_IDLE:
          begin
            ser_en = 0; mux_sel = stop_bit_sel; busy = 0;
            next_state = (data_valid) ? S1_STRT : S0_IDLE;
          end
        S1_STRT:
          begin
            ser_en = 0; mux_sel = start_bit_sel; busy = 1;
            next_state = S2_DATA;
          end
        S2_DATA:
          begin
            ser_en = 1; mux_sel = ser_data_sel; busy = 1;
            if (ser_done)
              next_state = (parity_en) ? S3_PART : S4_STOP;
            else
              next_state = S2_DATA; 
          end
        S3_PART:
          begin
            ser_en = 0; mux_sel = par_bit_sel; busy = 1;
            next_state = S4_STOP;
          end
        S4_STOP:
          begin
            ser_en = 0; mux_sel = stop_bit_sel; busy = 1;
            next_state = (data_valid) ? S1_STRT : S0_IDLE;
          end
        default: 
          begin
            ser_en = 0; mux_sel = stop_bit_sel; busy = 0;
            next_state = S0_IDLE;  
          end        
      endcase
    end
endmodule
module multiplexer_4x1 
(
  input wire        in_0,
  input wire        in_1,
  input wire        in_2,
  input wire        in_3,
  input wire [1:0 ] sel,
  output reg        out
);
  always @ (*)
    begin
      casex (sel)
        2'b00  : out = in_0;
        2'b01  : out = in_1;
        2'b10  : out = in_2;
        2'b11  : out = in_3;
        default: out = in_1; 
      endcase
    end 
endmodule
module parity_calc #
(
  parameter DATA_WIDTH = 8
)
(
  input  wire                  clk,
  input  wire                  rst,
  input  wire                  parity_en, 
  input  wire                  parity_type, 
  input  wire                  data_valid, 
  input  wire                  busy,
  input  wire [DATA_WIDTH-1:0] data_in,
  output reg                   parity_bit  
);
  always @ (posedge clk or negedge rst)
    begin  
      if (!rst) begin
        parity_bit <= 0;
      end else if (parity_en && data_valid && !busy) begin
        parity_bit <= ^ data_in ^ parity_type;
      end
    end
endmodule
module serializer #
(
  parameter DATA_WIDTH = 8, 
  parameter CNTR_WIDTH = 4
)
(
  input  wire                  clk,
  input  wire                  rst,
  input  wire [DATA_WIDTH-1:0] data_in,
  input  wire                  data_valid,
  input  wire                  busy,
  input  wire                  ser_en,
  output wire                  ser_data,
  output wire                  ser_done 
);
  reg [DATA_WIDTH-1:0] REG;
  reg [CNTR_WIDTH-1:0] CNTR;
  always @ (posedge clk or negedge rst)
    begin
      if (!rst)
        REG <= 0;
      else if (data_valid && !busy)
        REG <= data_in;
      else if (ser_en)
        REG <= REG >> 1;
    end
  always @ (posedge clk or negedge rst)
    begin
      if (!rst)
        CNTR <= 0;
      else if (ser_done)
        CNTR <= 0;
      else if (ser_en)
        CNTR <= CNTR + 1;
    end
  assign ser_done = (CNTR == 3'b111); 
  assign ser_data = REG [0];
endmodule
==> flow_metrics.env <==
# implementation run metrics
export IMPL_run_status="complete, no violations"
export IMPL_worst_ep_arrival_time_ps=1510
export IMPL_synth_chip_area_sq_um=388
export IMPL_initial_antenna_violation_count=0
export IMPL_drv_cap=0
export IMPL_startpoint_type="register"
export IMPL_synth_largest_area_cell="dfrtp_1"
export IMPL_max_slew_margin_rel_pct=72.2
export IMPL_worstHoldPathType="in2async"
export IMPL_post_cts_repair_resize_count=0
export IMPL_synth_xor_area_share_pct=2.26
export IMPL_number_of_flops_mapped_to_enable_cells_by_yosys=0
export IMPL_routed_via_count=251
export IMPL_synthSimpleGateAreaFrac_pct=17.4
export IMPL_place_inst=82
export IMPL_post_drt_via_cell_ratio=2.92
export IMPL_top_level_ports=15
export IMPL_core_area_sq_um=3420
export IMPL_final_layout_top_logic_cells="8 x dfrtp_1, 5 x clkdlybuf4s50_1, 3 x nor2_1, 3 x clkbuf_4"
export IMPL_criticalPathCategory="reg2out"
export IMPL_drtIter0Drc=7
export IMPL_cts_buffers_inserted=3
export IMPL_power_leakage_nw=0.224
export IMPL_drt_first_pass_iters=3
export IMPL_skew_ps=1.02
export IMPL_clk_insertion_delay_late_ps=250
export IMPL_netlist_top_cells_area="dfrtp_1 52%, dfstp_2 6.8%, mux2_4 3.9%"
export IMPL_powerDensity_nw_per_um2=1240
export IMPL_grt_overflow_total=0
export IMPL_cts_root_buffer="clkbuf_4"
export IMPL_layout_cells_non_filler=86
export IMPL_vdd_ir_drop_max_mv=0.225
export IMPL_achievable_frequency_ghz=0.517
export IMPL_drc=0
export IMPL_filler_cell_count=398
export IMPL_clockBufferDepth=2
export IMPL_place_hpwl_microns=519
export IMPL_grt_util_all_layers_pct=2.31
export IMPL_post_synth_fa_ha_maj_area_fraction_pct=3.23
export IMPL_syn_std_cell_area_sq_um=388
export IMPL_yosys_stat_seqShare_pct=58.4
export IMPL_async_flop_share_pct=100
export IMPL_die_width_microns=80
export IMPL_slew_violations=0
export IMPL_post_route_cells_drive_above_1_share_pct=25.0
export IMPL_crit_path_end_kind="output port"
export IMPL_cts_tree="yes"
export IMPL_fp_utilization_pct=11.4
export IMPL_grt_setup_unrepaired="no"
export IMPL_synth_area_per_cell_sq_um=12.1
export IMPL_syn_inst=32
export IMPL_post_synth_ao_oa_area_fraction_pct=8.39
export IMPL_worst_path_max_fanout=8
export IMPL_worst_endpoint_required_ps=1680
export IMPL_final_tally_of_hold_violations=0
export IMPL_global_route_wire_length_before_repair_microns=1180
export IMPL_path_clk_slew_ps=60
export IMPL_areaGrowthSynthToFinish_pct=32.6
export IMPL_ys_dominant_reg_cell="dfrtp_1"
export IMPL_pin_count_of_the_biggest_net_entering_global_routing=10
export IMPL_std_cell_rows=21
export IMPL_maximum_level_of_the_cts_h_tree=1
export IMPL_warning_count=34
export IMPL_final_period_utilization_pct=92.1
export IMPL_top_logic_kind="simple AND/OR/NAND/NOR gates"
export IMPL_synth_seq_cells=9
export IMPL_synth_area_mux_share_pct=6.45
export IMPL_tritoncts_num_sinks=9
export IMPL_rd_place_congestion=0.713
export IMPL_antennaDiodeCount=0
export IMPL_yosysUniqueCellTypes=21
export IMPL_worst_pin_slew_ps=416
export IMPL_setup_violations_final=0
export IMPL_post_synth_top_area_fraction_pct=51.6
export IMPL_cts_hold_fix_buffers=0
export IMPL_post_cts_setup_buffer_count=0
export IMPL_totalNegativeSetupSlack_ps=0
export IMPL_drt_wl_total_microns=671
export IMPL_chip_area_sq_um=6400
export IMPL_yosysWarningCount=10
export IMPL_final_antenna_net_count=0
export IMPL_first_global_vias=265
export IMPL_period_minus_slack_ps=1930
export IMPL_port_buffers=5
export IMPL_final_layout_top_logic_cell="dfrtp_1"
export IMPL_wl_per_cell_microns=7.80
export IMPL_yosys_stat_cells=32
export IMPL_die_height_microns=80
## power by group
part	switching, W	total (W)	internal [W]
registers	0.0000619	0.000294	0.000232
logic	0.0000739	0.000219	0.000145
clock network	0.0000536	0.000126	0.0000728
total	0.000189	0.000640	0.000450
## critical path, cell delays in order (launching register included)
cell and delay, ps:
dfrtp_1 480, nor3_1 270, clkdlybuf4s50_1 510
## final cells by class
class / instances / area, sq um / area share [%]
flip-flops and latches: 9 / 226 / 44.0
inverters: 2 / 7.51 / 1.46
repair buffers: 5 / 50.0 / 9.73
multi-input cells: 20 / 146 / 28.5
clock buffers: 4 / 26.3 / 5.11
well taps: 46 / 57.6 / 11.2
## state kept, by name, summed over array words and instances (netlist names)
name                   flops
SERIALIZER0.CNTR           4
FSM_TX0.current_state      5
## synthesized netlist by cell type, drive strengths merged, types with 2 or more instances
master  number
dfrtp        8
inv          2
nor2         4
nor3         2
## metal layers
layer / GRT usage (%) / share of wire (%) / vias to the layer above
li1: - / - / 123
met1: 2.91 / 48 / 125
met2: 2.97 / 44 / 3
met3: 1.59 / 7.7 / 0
met4: 0.880 / 0 / 0
met5: 0 / 0 / -
## through the flow
| step | worst slack [ps] | util (%) | total power (W) | hold WS, ps | area [sq um] |
|---|---|---|---|---|---|
| floorplan | 755 | - | 0.000443 | 124 | 388 |
| global placement | 417 | 14.3 | 0.000509 | 460 | 488 |
| detailed placement | 412 | 14.3 | 0.000520 | 464 | 488 |
| CTS | 130 | 15.1 | 0.000654 | 470 | 514 |
| global route | 35.4 | 15.1 | 0.000701 | 476 | 514 |
| finish | 165 | 15.1 | 0.000640 | 468 | 514 |
## logic make-up (layout without fill, tap and decap cells)
| kind of cell | Yosys count | in the layout |
|---|---|---|
| AOI/OAI and AO/OA | 4 | 4 |
| xor gates and xnor gates | 1 | 1 |
| adders and majority gates | 1 | 1 |
| buffers and inverters | 3 | 11 |
| DFF | 9 | 9 |
| muxes | 2 | 2 |
| and+or+nand+nor | 12 | 12 |
## worst paths after layout
path	depth (start not counted)	endpoint	slack [ps]	start
hold / removal	1	SERIALIZER0.CNTR[3]	470	RST
setup / recovery	2	TX_OUT	170	FSM_TX0.current_state[2]
setup reg to reg	4	SERIALIZER0.CNTR[1]	680	SERIALIZER0.CNTR[0]
min in group clk0	1	FSM_TX0.current_state[1]	470	FSM_TX0.current_state[4]
hold reg to reg	1	FSM_TX0.current_state[1]	470	FSM_TX0.current_state[4]
max in group asynchronous	1	FSM_TX0.current_state[0]	1310	RST
No activity file was given, so power comes from the tool's default toggle rates.
