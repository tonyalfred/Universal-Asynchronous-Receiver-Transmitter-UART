### design/flow/config.mk
export PLATFORM = sky130hd
export DESIGN_NAME = UART_RX
export DESIGN_NICKNAME = UART_RX
export VERILOG_FILES = /design/flow/design.v
export SDC_FILE = /design/flow/constraint.sdc
export NUM_CORES = 4
export LEC_CHECK = 1
export CORE_AREA = 10 10 109 109
export DIE_AREA = 0 0 119 119
### design/flow/constraint.sdc
current_design UART_RX

set clk_period 3.5
set clk_io_pct 0.2

create_clock -name clk0 -period $clk_period [get_ports {CLK}]

set non_clock_inputs [all_inputs -no_clocks]
set_input_delay [expr $clk_period * $clk_io_pct] -clock clk0 $non_clock_inputs
set_output_delay [expr $clk_period * $clk_io_pct] -clock clk0 [all_outputs]
### design/flow/design.v
module FSM_RX
(
  input  wire       clk,
  input  wire       rst,
  input  wire       par_en,
  input  wire [4:0] prescale, 
  input  wire       rx_in,
  input  wire [4:0] edg_cnt,
  input  wire [3:0] bit_cnt, 
  input  wire       str_err,
  input  wire       par_err,
  input  wire       stp_err,
  output wire       str_chk_en,
  output wire       par_chk_en,
  output wire       stp_chk_en,
  output reg       edg_cnt_en,
  output wire       sampler_en,
  output wire       deser_en,
  output wire       data_valid, 
  output wire data_out_valid
);
  localparam [2:0] S0_IDLE = 3'b000,
                   S1_STRT = 3'b001, 
                   S2_DATA = 3'b010,
                   S3_PART = 3'b011,
                   S4_STOP = 3'b100;
  reg [2:0] current_state, next_state;
  wire [4:0] mid_sample;
  always @ (posedge clk or negedge rst)
    if (!rst)
      current_state <= S0_IDLE;
    else 
      current_state <= next_state;
  always @ (*)
    begin
      case (current_state)
        S0_IDLE:
          begin
            if (rx_in) 
              begin
                edg_cnt_en = 1'b0;
                next_state = S0_IDLE;
              end 
            else 
              begin
                edg_cnt_en = 1'b1;
                next_state = S1_STRT;
              end
          end
        S1_STRT:
          begin
            if (str_err)
              begin
                edg_cnt_en = 1'b0;
                next_state = S0_IDLE;
              end
            else if (bit_cnt == 4'd1)
              begin
                edg_cnt_en = 1'b1;
                next_state = S2_DATA;
              end
            else 
              begin
                edg_cnt_en = 1'b1;
                next_state = S1_STRT;
              end
          end
        S2_DATA:
          begin
            if (bit_cnt == 4'd9)
              begin
                if (par_en) 
                  begin
                    edg_cnt_en = 1'b1;
                    next_state = S3_PART;
                  end
                else 
                  begin
                    edg_cnt_en = 1'b1;
                    next_state = S4_STOP;
                  end
              end
            else
              begin
                edg_cnt_en = 1'b1;
                next_state = S2_DATA;
              end
          end
        S3_PART:
          begin
            if (bit_cnt == 4'd10)
              begin
                if (par_err)
                  begin
                    edg_cnt_en = 1'b0;
                    next_state = S0_IDLE;
                  end
                else
                  begin
                    edg_cnt_en = 1'b1;
                    next_state = S4_STOP;
                  end
              end
            else
              begin
                edg_cnt_en = 1'b1;
                next_state = S3_PART;
              end
          end
        S4_STOP:
          begin
            if (par_en)
              begin
                if (bit_cnt == 4'd11)
                  begin
                    edg_cnt_en = 1'b0;
                    next_state = S0_IDLE;
                  end
                else
                  begin
                    edg_cnt_en = 1'b1;
                    next_state = S4_STOP;
                  end
              end
            else if (bit_cnt == 4'd10)
              begin
                edg_cnt_en = 1'b0;
                next_state = S0_IDLE;
              end
            else
              begin
                edg_cnt_en = 1'b1;
                next_state = S4_STOP;
              end
          end
      endcase
    end
  assign mid_sample = prescale >> 1;    
  assign par_chk_en     = ((current_state == S3_PART) && (edg_cnt == mid_sample + 2)) ? 1'b1 : 1'b0;
  assign str_chk_en     = ((current_state == S1_STRT) && (edg_cnt == mid_sample + 2)) ? 1'b1 : 1'b0;
  assign stp_chk_en     = ((current_state == S4_STOP) && (edg_cnt == mid_sample + 2)) ? 1'b1 : 1'b0;
  assign deser_en       = ((current_state == S2_DATA) && (edg_cnt == mid_sample + 2)) ? 1'b1 : 1'b0;
  assign sampler_en     = (edg_cnt == mid_sample || edg_cnt == mid_sample-1 || edg_cnt == mid_sample+1) ? 1'b1 : 1'b0;
  assign data_out_valid = ((current_state == S4_STOP) && (!(par_err || stp_err)) && (edg_cnt == mid_sample - 1)) ? 1'b1 : 1'b0;
  assign data_valid     = ((current_state == S4_STOP) && (!(par_err || stp_err)) && (edg_cnt == mid_sample)) ? 1'b1 : 1'b0;
endmodule
module UART_RX
(
  input  wire       CLK, 
  input  wire       RST, 
  input  wire [4:0] PRESCALE,
  input  wire       PAR_EN, 
  input  wire       PAR_TYP,
  input  wire       RX_IN,
  output wire [7:0] P_DATA,
  output wire       DATA_VALID 
);
  wire edg_cnt_en;
  wire [4:0] edg_cnt;
  wire [3:0] bit_cnt; 
  wire sampler_en;
  wire str_chk_en;
  wire par_chk_en;
  wire stp_chk_en;
  wire str_err;
  wire par_err;
  wire stp_err;
  wire deser_en;
  wire sampled_bit;
  wire [7:0] P_DATA_internal;
  wire data_out_valid;
  FSM_RX FSM_RX0
  (
    .clk        (CLK),
    .rst        (RST),
    .par_en     (PAR_EN),
    .prescale   (PRESCALE),
    .rx_in      (RX_IN),
    .edg_cnt    (edg_cnt),
    .bit_cnt    (bit_cnt),   
    .str_err    (str_err),
    .par_err    (par_err),
    .stp_err    (stp_err),
    .str_chk_en (str_chk_en),
    .par_chk_en (par_chk_en),
    .stp_chk_en (stp_chk_en),
    .edg_cnt_en (edg_cnt_en),
    .sampler_en (sampler_en),
    .deser_en   (deser_en),
    .data_valid (DATA_VALID), 
    .data_out_valid (data_out_valid)
  );
  edge_bit_counter EDGE_CNTR0
  (
    .clk      (CLK),
    .rst      (RST), 
    .en       (edg_cnt_en), 
    .prescale (PRESCALE), 
    .edge_cnt (edg_cnt),
    .bit_cnt  (bit_cnt)
  );
  data_sampler SAMPLER0
  (
    .clk (CLK),   
    .rst (RST),
    .en  (sampler_en),
    .in  (RX_IN),    
    .out (sampled_bit)
  );
  start_check STR_CHK0
  (
    .clk (CLK),
    .rst (RST),
    .en  (str_chk_en),
    .in  (sampled_bit),
    .err (str_err)
  );
  parity_check PRT_CHK0
  (
    .clk    (CLK),
    .rst    (RST),
    .en     (par_chk_en),
    .typ    (PAR_TYP),
    .sample (sampled_bit), 
    .in     (P_DATA_internal),
    .err    (par_err) 
  );
  stop_check STP_CHK0
  (
    .clk (CLK),
    .rst (RST),
    .en  (stp_chk_en),
    .in  (sampled_bit),
    .err (stp_err)
  );
  deserializer DESR0
  (
    .clk      (CLK),
    .rst      (RST),
    .en_shift (sampled_bit),
    .en_out   (data_out_valid),
    .out      (P_DATA_internal), 
    .out_reg  (P_DATA)
  );
endmodule
module data_sampler
(
  input  wire       clk,   
  input  wire       rst,
  input  wire       en,
  input  wire       in,  
  output reg        out 
);
  reg [2:0] sampled_bits;
  always @ (posedge clk or negedge rst)
    begin
      if (!rst)
        sampled_bits <= 1'b0;
      else if (en)
        sampled_bits <= {sampled_bits, in};   
    end
  always @ (posedge clk or negedge rst)
    begin
      if (!rst)
        out <= 1'b0;
      else if (en)
        out <= ((sampled_bits[0] &&  sampled_bits[1]) || (sampled_bits[0] &&  sampled_bits[2]) || (sampled_bits[1] &&  sampled_bits[2]));
    end
endmodule
module deserializer #
(
  parameter DATA_SIZE = 8
)
(
  input  wire                 clk, 
  input  wire                 rst, 
  input  wire                 en_shift,  
  input  wire                 in, 
  input  wire                 en_out, 
  output reg  [DATA_SIZE-1:0] out, 
  output reg  [DATA_SIZE-1:0] out_reg 
);
  always @ (posedge clk or negedge rst)
    begin
      if (!rst)
        out <= 0;
      else if (en_shift)
        out <= {in, out[DATA_SIZE-1:1]};
    end
  always @ (posedge clk or negedge rst)
    begin
      if (!rst)
        out_reg <= 0;
      else if (en_out)
        out_reg <= out;
    end
endmodule
module edge_bit_counter
(
  input  wire       clk,
  input  wire       rst, 
  input  wire       en, 
  input  wire [4:0] prescale,
  output reg  [4:0] edge_cnt,
  output reg  [3:0] bit_cnt 
);
  always @ (posedge clk or negedge rst)
    begin
      if (!rst)
        begin
          edge_cnt <= 0;
          bit_cnt  <= 0;
        end
      else if (en)
        begin
          if (edge_cnt == (prescale - 1))
            begin
              edge_cnt <= 0;
              bit_cnt  <= bit_cnt + 1;
            end
          else
            begin
              edge_cnt <= edge_cnt + 1;
            end
        end
      else
        begin
          edge_cnt <= 0;
          bit_cnt  <= 0;
        end
    end
endmodule
module parity_check #
(
  parameter DATA_WIDTH = 8
)
(
  input  wire                  clk,
  input  wire                  rst,
  input  wire                  en,
  input  wire                  typ,
  input  wire                  sample,
  input  wire [DATA_WIDTH-1:0] in,
  output reg                   err  
);
  always @ (posedge clk or negedge rst)
    begin
      if (!rst)
        err <= 0;
      else if (en)
        err <= ((^ in ^ typ) != sample);
    end
endmodule
module start_check
(
  input  wire  clk,
  input  wire  rst,
  input  wire  en,
  input  wire  in,
  output reg   err  
);
  always @ (posedge clk or negedge rst)
    begin
      if (!rst)
        err <= 0;
      else if (en)
        err <= in;
    end
endmodule
module stop_check
(
  input  wire  clk,
  input  wire  rst,
  input  wire  en,
  input  wire  in,
  output reg   err  
);
  always @ (posedge clk or negedge rst)
    begin
      if (!rst)
        err <= 0;
      else if (en)
        err <= ~in;
    end
endmodule
### design/flow/run.sh
#!/bin/bash
# OpenROAD 26Q1-2900-gdf79404cd8, Yosys 0.63+post, stock flow scripts
make -C /OpenROAD-flow-scripts/flow DESIGN_CONFIG=/design/flow/config.mk WORK_HOME=/design/flow/orfs finish
==> impl_metrics.py <==
# Physical implementation metrics
metrics = {
    "run_status": {
        "status": "finished clean",
    },
    "place": {
        "placedInstanceArea_um2": 1890,
        "portBuffers": 10,
        "place_congestion": 0.871,
        "hpwl_um": 2590,
    },
    "pwr": {
        "clkPwrFrac": 0.212,
        "internal_power_uw": 482,
        "p_leak_uw": 0.000798,
        "cellPowerDensity_nw_per_um2": 375,
        "power.share.sequential": 0.444,
        "power_frac_comb": 0.344,
        "vdd_drop_max_mv": 0.115,
        "switching_share": 0.341,
        "p_switching_uw": 249,
    },
    "worst_setup_path": {
        "worst-setup-path-type": "input port to output port",
        "worstPathRequired_ns": 2.80,
        "rrSetupSlack_ns": 1.33,
        "cp.arrival_ns": 2.59,
        "worstPathMaxFanout": 2,
        "startpoint_type": "input port",
        "worstSetupEndpointType": "output port",
    },
    "synth": {
        "top_logic_kind": "simple AND/OR/NAND/NOR gates",
        "syn-mean-instance-area_um2": 9.54,
        "yosysWarningCount": 8,
        "top_cells_by_area": "dfrtp_1 (29%), ha_1 (8.3%), xnor2_1 (7.9%)",
        "syn-cell-area_um2": 1660,
        "synth-seq-cells": 23,
        "aoi_share": 0.118,
        "flop_cell": "dfrtp_1",
        "synth-adder-area-share": 0.0890,
        "simple_gate_area_frac": 0.210,
        "syn_inst": 174,
        "yosys_cells": 174,
        "yosysTopAreaCell": "dfrtp_1",
        "xor_area_frac": 0.131,
        "top_cell_area_share": 0.287,
        "yosys_area_um2": 1660,
        "synth_cell_types": 51,
        "edf_count": 0,
        "async_reset_ff_frac": 0.826,
        "ys_sh_mux": 0.0468,
    },
    "floorplan": {
        "die_x_um": 119,
        "dieArea_um2": 14200,
        "initCoreUtil": 0.172,
        "die_h_um": 119,
        "io-pin-count": 19,
        "row_count": 36,
        "coreArea_um2": 9640,
    },
    "clocking": {
        "clk_root_buffer_cell": "clkbuf_8",
        "htree_levels": 1,
        "cts_setup_buffers": 0,
        "cts_tree": "done",
        "numCtsBuffers": 3,
        "insertion_delay_ns": 0.25,
        "clockBufferDepth": 2,
        "clk_pin_slew_ns": 0.07,
    },
    "detailed_routing": {
        "remaining_drc_errors": 0,
        "avgViaCountPerCell": 3.70,
        "drt-initial-drc-count": 78,
        "dr.pass1.iters": 4,
        "num_vias": 1185,
        "routed_wl_um": 3210,
        "wire_per_inst_um": 10.0,
        "drt.antenna.violating_nets": 0,
        "diodes": 0,
    },
    "global_routing": {
        "grt_pass1_wl_um": 5290,
        "grt_max_degree": 20,
        "grt_pass1_vias": 1145,
        "antenna_found_initial": 0,
        "track_usage": 0.0435,
        "grt_overflow": 0,
    },
    "final_timing": {
        "untimed_endpoints": 7,
        "rsz0062_at_grt": "false",
        "whs_ns": 0.508,
        "tightestPinTransition_ns": 0.621,
        "finalSetupViolCount": 0,
        "hold_viol": 0,
        "finalClockSkew_ns": 0.00218,
        "maxSlewHeadroom": 0.580,
        "unclocked_regs": 4,
        "period_needed_ns": 3.29,
        "fin_tns_setup_ns": 0,
        "slew_viol_final": 0,
        "fmax_mhz": 304,
        "fin_crit_sh": 0.941,
    },
    "final_layout": {
        "area_growth_pct": 17.5,
        "drive_gt1_frac": 0.0963,
        "largest-register": "EDGE_CNTR0.edge_cnt",
        "fin_area_um2": 1950,
        "largest_reg_flops": 5,
        "top_regs": "EDGE_CNTR0.edge_cnt: 5 flops, EDGE_CNTR0.bit_cnt: 4 flops",
    },
    "hold_path": {
        "hold_class": "flip-flop to flip-flop",
    },
    "job": {
        "tool_warnings": 31,
        "drv_cap": 0,
    },
}
## power by group through the flow
stage	logic (µW)	clock network, µW	registers, µW
6_report	252	155	324
4_1_cts	253	162	325
5_1_grt	280	171	333
## final cells by class
| class | instances | area [µm²] |
|---|---|---|
| fillers | 1072 | 7690 |
| multi-input cells | 136 | 1020 |
| flip-flops and latches | 23 | 536 |
| well taps | 133 | 166 |
| repair buffers | 16 | 145 |
| clock buffers | 3 | 41.3 |
| inverters | 8 | 30.0 |
| clock inverters | 1 | 7.51 |
## logic make-up (layout without fill, tap and decap cells)
| logic type | Yosys count | count (layout) |
|---|---|---|
| other | 1 | 8 |
| multiplexers | 7 | 7 |
| buffers and inverters | 22 | 28 |
| latches | 4 | 4 |
| adder cells (fa/ha/maj) | 12 | 12 |
| AND-OR/OR-AND | 27 | 27 |
| XOR/XNOR | 21 | 21 |
| AND/OR/NAND/NOR | 61 | 61 |
| flip-flops | 19 | 19 |
## through the flow
stage                     cells  power [µW]  setup slack [ns]  utilization
after floorplan             181         527             0.974            -
after global placement      316         573            0.0591        0.196
after detailed placement    316         581            0.0941        0.196
after CTS                   320         739            0.0985        0.201
after global routing        320         783            0.0136        0.202
final                       320         731             0.205        0.202
## critical path, stage by stage
cell,delay (ns)
clkdlybuf4s50_1,0.46
xnor2_2,0.26
nand4_1,0.23
nor4b_1,0.33
buf_4,0.16
clkdlybuf4s50_1,0.45
## cells in the final DEF, fill, tap and decap left out, drive strengths merged, types with 4 or more instances in the layout
master          n
conb            8
mux2            6
buf             6
xnor2          16
dfrtp          19
o21ai           5
nor2           11
nand2          11
inv             8
xor2            4
ha             11
clkdlybuf4s50  10
dlxtn           4
nand2b          7
nand3          13
a21oi           5
## synthesized netlist by cell type, drive strengths merged (3+ instances only)
cell,instances
dfrtp,19
xnor2,16
buf,13
nand3,13
ha,11
nand2,11
nor2,11
inv,8
nand2b,7
mux2,6
a21oi,5
o21ai,5
dlxtn,4
xor2,4
and3,3
nor2b,3
## what timing repair did
action | CTS | global route
hold buffers | 0 | 0
endpoints found under the setup margin | 0 | 1
gates resized | 0 | 1
endpoints found under the hold margin | 0 | 0
## routing by layer
layer  GRT usage  wire, µm  part of all wire  vias to the layer above
li1            -         -                 -                      615
met1      0.0589      1570              0.49                      545
met2      0.0705      1460              0.45                       23
met3      0.0125       163             0.051                        2
met4     0.00305        17            0.0053                        0
met5           0         0                 0                        -
## worst paths after layout
kind | to | depth (start not counted) | from
min reg2reg | STR_CHK0.err | 1 | STR_CHK0.err
max reg2reg | STR_CHK0.err | 4 | EDGE_CNTR0.edge_cnt[3]
min in group asynchronous | FSM_RX0.current_state[1] | 2 | RST
min | STR_CHK0.err | 1 | STR_CHK0.err
max | DATA_VALID | 6 | PRESCALE[2]
max in group asynchronous | EDGE_CNTR0.edge_cnt[2] | 2 | RST
Power is estimated from default activity; no workload was simulated.
