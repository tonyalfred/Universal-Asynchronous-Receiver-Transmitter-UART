### design/flow/run.sh
#!/bin/bash
# OpenROAD 26Q1-2900-gdf79404cd8, Yosys 0.63+post, stock flow scripts
make -C /OpenROAD-flow-scripts/flow DESIGN_CONFIG=/design/flow/config.mk WORK_HOME=/design/flow/orfs finish
### design/flow/config.mk
export PLATFORM = sky130hd
export DESIGN_NAME = UART_TX
export DESIGN_NICKNAME = UART_TX
export VERILOG_FILES = /design/flow/design.v
export SDC_FILE = /design/flow/constraint.sdc
export NUM_CORES = 4
export LEC_CHECK = 1
export CORE_AREA = 10 10 102 102
export DIE_AREA = 0 0 112 112
### design/flow/constraint.sdc
current_design UART_TX

set clk_period 3.9
set clk_io_pct 0.2

create_clock -name clk0 -period $clk_period [get_ports {CLK}]

set non_clock_inputs [all_inputs -no_clocks]
set_input_delay [expr $clk_period * $clk_io_pct] -clock clk0 $non_clock_inputs
set_output_delay [expr $clk_period * $clk_io_pct] -clock clk0 [all_outputs]
### design/flow/design.v
module FSM_TX 
(
  input  wire       clk,
  input  wire       rst,
  input  wire       data_valid, 
  input  wire       parity_en,
  input  wire       ser_done,
  output reg        ser_en,
  output reg  [1:0] mux_sel,
  output reg        busy       
);
  localparam [1:0] start_bit_sel = 2'b00,
                   stop_bit_sel  = 2'b01,
                   ser_data_sel  = 2'b10,
                   par_bit_sel   = 2'b11;
  localparam [2:0] S0_IDLE = 3'b000,
                   S1_STRT = 3'b001,
                   S2_DATA = 3'b010,
                   S3_PART = 3'b011,
                   S4_STOP = 3'b100;
  reg [2:0] current_state, next_state;
  always @ (posedge clk or negedge rst)
    begin
      if (!rst)
        current_state <= S0_IDLE;
      else 
        current_state <= next_state;
    end
  always @ (*)
    begin    
      casex (current_state)
        S0_IDLE:
          begin
            ser_en = 0; mux_sel = stop_bit_sel; busy = 0;
            next_state = (data_valid) ? S1_STRT : S0_IDLE;
          end
        S1_STRT:
          begin
            ser_en = 0; mux_sel = start_bit_sel; busy = 1;
            next_state = S2_DATA;
          end
        S2_DATA:
          begin
            ser_en = 1; mux_sel = ser_data_sel; busy = 1;
            if (ser_done)
              next_state = (parity_en) ? S3_PART : S4_STOP;
            else
              next_state = S2_DATA; 
          end
        S3_PART:
          begin
            ser_en = 0; mux_sel = par_bit_sel; busy = 1;
            next_state = S4_STOP;
          end
        S4_STOP:
          begin
            ser_en = 0; mux_sel = stop_bit_sel; busy = 1;
            next_state = (data_valid) ? S1_STRT : S0_IDLE;
          end
        default: 
          begin
            ser_en = 0; mux_sel = stop_bit_sel; busy = 0;
            next_state = S0_IDLE;  
          end        
      endcase
    end
endmodule
module UART_TX #
(
  parameter DATA_WIDTH = 8
)
(
  input  wire                  CLK,
  input  wire                  RST,
  input  wire                  PAR_EN,
  input  wire                  PAR_TYP,
  input  wire [DATA_WIDTH-1:0] P_DATA,
  input  wire                  DATA_VALID,
  output wire                  TX_OUT,
  output wire                  BUSY       
);
  localparam START_BIT = 0;
  localparam STOP_BIT  = 1;
  wire       ser_done;
  wire       ser_en; 
  wire       ser_data;
  wire [1:0] mux_sel;
  wire       par_bit;
  wire       par_en_reg;
    FSM_TX FSM_TX0
  (
    .clk        (CLK),
    .rst        (RST),
    .data_valid (DATA_VALID), 
    .ser_done   (ser_done),
    .parity_en  (par_en_reg),
    .ser_en     (ser_en),
    .mux_sel    (mux_sel),
    .busy       (BUSY)
  );
    serializer SER0
  (
    .clk        (CLK),
    .rst        (RST),
    .data_in    (P_DATA),
    .data_valid (DATA_VALID),
    .busy       (BUSY),
    .ser_en     (ser_en),
    .ser_done   (ser_done),
    .ser_data   (ser_data)
  );
    parity_reg PARITY_REG0
  (
    .clk        (CLK),
    .rst        (RST),
    .parity_en  (PAR_EN),
    .data_valid (DATA_VALID),
    .busy       (BUSY),
    .out        (par_en_reg)
  );
    parity_calc PARITY_CALC0
  (
    .clk         (CLK),
    .rst         (RST),
    .parity_en   (PAR_EN),
    .parity_type (PAR_TYP),
    .data_valid  (DATA_VALID),
    .busy        (BUSY),
    .data_in     (P_DATA),
    .parity_bit  (par_bit)
  );
    multiplexer_4x1 MUX0
  (
    .in_0 (START_BIT),
    .in_1 (STOP_BIT),
    .in_2 (ser_data),
    .in_3 (par_bit),
    .sel  (mux_sel),
    .out  (TX_OUT)
  );
endmodule
module multiplexer_4x1 
(
  input wire        in_0,
  input wire        in_1,
  input wire        in_2,
  input wire        in_3,
  input wire [1:0 ] sel,
  output reg        out
);
  always @ (*)
    begin
      casex (sel)
        2'b00  : out = in_0;
        2'b01  : out = in_1;
        2'b10  : out = in_2;
        2'b11  : out = in_3;
        default: out = in_1; 
      endcase
    end 
endmodule
module parity_calc #
(
  parameter DATA_WIDTH = 8
)
(
  input  wire                  clk,
  input  wire                  rst,
  input  wire                  parity_en, 
  input  wire                  parity_type, 
  input  wire                  data_valid, 
  input  wire                  busy,
  input  wire [DATA_WIDTH-1:0] data_in,
  output reg                   parity_bit  
);
  always @ (posedge clk or negedge rst)
    begin  
      if (!rst) begin
        parity_bit <= 0;
      end else if (parity_en && data_valid && !busy) begin
        parity_bit <= ^ data_in ^ parity_type;
      end
    end
endmodule
module parity_reg 
(
  input  wire clk,
  input  wire rst,
  input  wire parity_en,
  input  wire data_valid, 
  input  wire busy,
  output reg  out  
);
  always @ (posedge clk or negedge rst)
    begin
      if (!rst) begin
        out <= 1'b0;
      end else if (data_valid && !busy) begin
        out <= parity_en;
      end
    end
endmodule
module serializer #
(
  parameter DATA_WIDTH = 8, 
  parameter CNTR_WIDTH = 4
)
(
  input  wire                  clk,
  input  wire                  rst,
  input  wire [DATA_WIDTH-1:0] data_in,
  input  wire                  data_valid,
  input  wire                  busy,
  input  wire                  ser_en,
  output wire                  ser_data,
  output wire                  ser_done 
);
  reg [DATA_WIDTH-1:0] REG;
  reg [CNTR_WIDTH-1:0] CNTR;
  always @ (posedge clk or negedge rst)
    begin
      if (!rst)
        REG <= 0;
      else if (data_valid && !busy)
        REG <= data_in;
      else if (ser_en)
        REG <= REG >> 1;
    end
  always @ (posedge clk or negedge rst)
    begin
      if (!rst)
        CNTR <= 0;
      else if (ser_done)
        CNTR <= 0;
      else if (ser_en)
        CNTR <= CNTR + 1;
    end
  assign ser_done = (CNTR == 3'b111); 
  assign ser_data = REG [0];
endmodule
==> changes_impl.md <==
## Implementation

* Placed Instance Area at 1190 µm²
* Worst-margin pin slew at 0.636 ns
* Non-filler cells in the finished layout at approximately 210
* Worst r2r path cells at 3
* Pins Over Slew Limit at 0
* Top-count cell post-synth: dfrtp_1
* Dpl hpwl at 1.31 mm
* Clock root buffer: clkbuf_8
* First-pass GRT wire length at 2.85 mm
* Flops after synth at 19
* Die y size at roughly 110 µm
* Status: finished clean
* # H-tree levels at 1
* Avg Inst Size Synth at 11.0 µm²
* DR DRC count at 0
* Place WS at 1.33 ns
* Initial antenna violation count at 0
* Worst endpoint required time at 3.12 ns
* Yosys aoi share at 0.0769
* Maximum fanout along the worst path at 16
* Worst Path Class, Setup: flop to output port
* Routability cong. at 0.754
* FMAX at 358 MHz
* Flop-to-flop setup slack at between 2 and 2.5 ns
* Reg-to-reg critical path startpoint: FSM_TX0.current_state[2]
* Die W at roughly 110 µm
* Antenna cells at 0
* Fp util at 0.115
* Layout cells sized above 1 at 0.118
* I/O Pins at 15
* CTS max path bufs at 2
* FA/HA/MAJ Cells, Area Fraction at 0.0133
* Max VDD drop at approximately 0.27 mV
* CTS tree: yes
* Synth warnings at 7
* Buffer count from post-CTS setup fixing at 0
* RR Endpoint: PARITY_CALC0.parity_bit
* Post-Syn Instances at 86
* Post-synth top flop: dfrtp_1
* Slowest stage cell on the critical path: dfrtp_1
* Aggregate routed wire length at 1.64 mm
* CTS buffer count at 3
* Yosys cell count at 86
* Min-delay src: SER0.REG[1]
* Post-route setup slack at 1.10 ns
* Dpl cells at between 200 and 250
* Remaining Overflow, GRT at 0
* Drt wl/cell at 7.93 µm
* Synth Area in XOR/XNOR at 0.0981
* Post-synth ARST share at 1.00
* Hold slack at 0.483 ns
* Logic area at 424 µm²
* Worst setup path startpoint: FSM_TX0.current_state[2]
* Rows at 33
* Top comb family, area: simple AND/OR/NAND/NOR gates
* Die area at 12,500 µm²
* Clk pin slew, worst setup/hold paths at 0.07 ns
* Storage element area at 477 µm²
* Yosys Chip Area at 943 µm²
* Top area cell types: dfrtp_1, mux2i_1, xnor2_1
* Max_slew headroom at 0.576
* Leak pwr at 0.522 nW
* Final setup fails at 0
* Tcrit/Tclk final at 0.717
* PD cells at 627 nW/µm²
* Clk latency late pin at 0.25 ns
* Via count at 622
* Worst-path cell chain: inv_1 -> mux2i_1 -> o21ai_0 -> clkdlybuf4s50_1
* Min-delay worst type: flop to flop
* Iter 0 DRT Violations at 28
* Post_cts resized at 0
* Max incr delay on CP at 0.75 ns
* Worst Path Arrival at 2.02 ns
* RSZ-0062 raised after global routing: false
* Clock Sinks at 19
* Fin Setup TNS at 0 ns
* MUX area fraction at 0.102
* EDFF count, synth at 0
* Most frequent cells after synthesis: dfrtp_1, nor2_1, mux2i_1, a21oi_1, nand2_1
* Number of routed nets with antenna violations at 0
* Hold Crit Depth at 2
* Final instance area at 1240 µm²
* Post-synth top area share at 0.477
* Minimum clock period at 2.80 ns
* Hold Violations, Final at 0
* Mapped Area at approximately 940 µm²
* Hold path endpoint: SER0.REG[0]
* Layout area overhead at 31.4%
* Buffers on Ports at 14
* Crit path capture type: output port
* Vias in the first global route at 643
* Startpoint types: flop
* Pin count of the biggest net entering global routing at 20
* Total GRT Usage at 0.0258
* Max cap viols at 0
* Total core area at 8220 µm²
* Post-DR vias/cell at approximately 3.0
* Tool warnings at 25
* Yosys cell types at 27
* Sequential share of the synthesized area at 0.505
* Simple-Gate Area Share at 0.159
* DR pass1 iterations at 4
* Dominant cell type by area after synthesis: dfrtp_1
* Cts hold-fix bufs at 0
* # fillers at 905
* Skew final at 0.00204 ns
-- how the worst max path moves through the flow --
stage        end  slack, ns  depth (start not counted)
4_1_cts   TX_OUT       1.04                          4
5_1_grt   TX_OUT       0.89                          4
6_report  TX_OUT       1.10                          4
-- registers in the layout, summed over array words and instances, names as in the netlist --
register / flops
SER0.CNTR: 4
PARITY_REG0.out: 1
PARITY_CALC0.parity_bit: 1
SER0.REG: 8
FSM_TX0.current_state: 5
-- cell usage in the layout, fill, tap and decap left out, types with 2 or more instances in the layout --
cell              n
mux2i_1           7
inv_1             4
nor2_1           10
a21oi_1           6
clkbuf_8          3
and3_1            2
a21o_1            2
o21ai_0           4
xnor2_1           5
dfrtp_1          18
nand3_1           5
clkdlybuf4s50_1  14
nand2_1           6
-- cells by family (layout without fill, tap and decap cells) --
family / Yosys count / count (layout)
xor+xnor: 8 / 8
buf+inv: 7 / 23
mux: 9 / 9
flops: 19 / 19
fa+ha+maj: 1 / 1
compound gates: 13 / 13
simple gates: 29 / 29
-- stage by stage --
| stage | util | total power [W] |
|---|---|---|
| 2_1_floorplan | - | 0.000581 |
| 3_3_place_gp | 0.145 | 0.000652 |
| 3_5_place_dp | 0.145 | 0.000656 |
| 4_1_cts | 0.151 | 0.000791 |
| 5_1_grt | 0.151 | 0.000849 |
| 6_report | 0.151 | 0.000778 |
-- per-layer routing --
metal  vias to the layer above  track usage  routed length, µm
met5                         -            0                  0
met3                         0       0.0114                135
met4                         0     0.000846                  0
met1                       283       0.0363                839
li1                        321            -                  -
met2                        18       0.0377                668
-- report_power, final --
| group | internal, W | switching (W) |
|---|---|---|
| sequential | 0.000283 | 0.0000774 |
| combinational | 0.000166 | 0.000121 |
| clock | 0.0000724 | 0.0000581 |
| total | 0.000521 | 0.000257 |
-- layout make-up --
class / count / share of cell area
Clock buffer: 4 / 0.0363
Inverter: 4 / 0.0121
Multi-Input combinational cell: 60 / 0.342
Sequential cell: 19 / 0.384
Tap cell: 105 / 0.106
Timing Repair Buffer: 15 / 0.119
-- critical path, delay by kind of cell, from the launching register on --
| family | cells | cell delay, ns |
|---|---|---|
| AOI/OAI and AO/OA | 1 | 0.16 |
| muxes | 1 | 0.16 |
| DFF | 1 | 0.75 |
| buffers and inverters | 2 | 0.70 |
Power is estimated from default activity; no workload was simulated.
